`flow/config.mk`:
```
export PLATFORM = sky130hd
export DESIGN_NAME = decode7
export DESIGN_NICKNAME = decode7
export VERILOG_FILES = /design/flow/design.v
export SDC_FILE = /design/flow/constraint.sdc
export NUM_CORES = 4
export LEC_CHECK = 1
export CORE_AREA = 10 10 70 70
export DIE_AREA = 0 0 80 80
```
`flow/constraint.sdc`:
```
current_design decode7

set clk_period 1.3
set clk_io_pct 0.2

create_clock -name clk0 -period $clk_period

set non_clock_inputs [all_inputs -no_clocks]
set_input_delay [expr $clk_period * $clk_io_pct] -clock clk0 $non_clock_inputs
set_output_delay [expr $clk_period * $clk_io_pct] -clock clk0 [all_outputs]
```
`flow/design.v`:
```
module decode7 ( input logic [3:0] num, output logic [7:0] leds) ;
	always_comb begin
		case (num)
			4'h0 : leds = 8'b00111111; 
			4'h1 : leds = 8'b00000110; 
			4'h2 : leds = 8'b01011011;
			4'h3 : leds = 8'b01001111;
			4'h4 : leds = 8'b01100110;
			4'h5 : leds = 8'b01101101;
			4'h6 : leds = 8'b01111101;
			4'h7 : leds = 8'b00000111;
			4'h8 : leds = 8'b01111111;
			4'h9 : leds = 8'b01100111;
			4'hA : leds = 8'b01110111;
			4'hB : leds = 8'b01111100;
			4'hC : leds = 8'b00111001;
			4'hD : leds = 8'b01011110;
			4'hE : leds = 8'b01111001;
			4'hF : leds = 8'b01110001; 
		endcase
	end
endmodule
```
`flow/run.sh`:
```
#!/bin/bash
# OpenROAD 26Q1-2900-gdf79404cd8, Yosys 0.63+post, stock flow scripts
make -C /OpenROAD-flow-scripts/flow DESIGN_CONFIG=/design/flow/config.mk WORK_HOME=/design/flow/orfs finish
```
==> notes.org <==
#+TITLE: Synthesis and PnR summary

** Status
- Result of the run :: finished with violations
- Failing checks :: negative setup slack

** STA
- For reference, the final report shows the max-slew violation count at 0.
- The smallest clock period supported by the final layout is computed as 1360 ps.
- Final cycle utilization of the critical path :: 104%
- The critical path in the final layout is reported with a setup slack of -57.6 ps.
- Number of endpoints failing setup at the final stage :: 4
- For reference, the final report shows the hold violation count at 0.
- Unrepaired setup endpoints after global routing :: true
- Timing would allow up to ~0.74 GHz.

** Routing
- Avg Vias per Cell :: 3.28
- Post-route DRC :: 0
- Detailed-route wire length :: 942 µm
- Summing over every cut layer, the via total after detailed routing is 348.
- For this run, the detailed router's first-pass iteration total came to 5.
- Dividing the detail-routed wire length by the instance count gives 8.89 µm.
- Per the post-route antenna check, the number of violating nets is 0.
- Per the log, the first TritonRoute iteration ended with a DRC count of 18.
- Antenna repair during routing inserted a diode count of 0.

** Cells and area
- The layout report lists the multi-input gate area as about 370 µm².
- The clock buffers instantiated in the layout total 0.
- In the final layout, the share of cells above drive strength 1 is 68.3%.
- The final layout report lists a filler cell count of approximately 380.
- Area growth from synthesis to final layout :: 106%
- The design has 0 sequential cells.
- Across the whole layout, storage elements account for 0 µm².

** Global routing
- Number of antenna violations at the first check in global routing :: 0
- Total global-route track usage over all layers is about 3.0%.
- Total congestion overflow :: 0
- Maximum number of pins on one net before global-route repair :: 9
- First-pass GRT wire length :: 1650 µm
- Vias in the first global route :: 330

** Power
- Static leakage :: 0.250 nW
- Per the summary, power density relative to cell area is 282 nW/µm².
- The highest supply drop recorded on VDD is 0.0562 mV.
- Total chip power :: 0.000179 W

** Floorplanning
- The floorplan has 21 rows.
- The floorplan step set the die height to 80 µm.
- According to the I/O placement log, the pin count is 12.
- The floorplan step defined a die boundary enclosing between 6000 and 7000 µm².
- Die width :: approximately 80 µm
- Initial Util :: 9.05%
- The core region is 3420 µm².

** Logic synthesis
- Yosys reports that the most numerous cell types are sky130_fd_sc_hd__ha_1 (7), sky130_fd_sc_hd__a21oi_1 (6), sky130_fd_sc_hd__inv_1 (6).
- Library cell with the largest summed area after synthesis :: sky130_fd_sc_hd__ha_1
- Yosys stat counts 43 cells in the synthesized netlist.
- Number of distinct standard cells referenced by the synthesized netlist :: 19
- Chip area line of the yosys report :: 309 µm²
- Synthesis produced 43 cells.
- Area share of the leading cell type in the synthesized netlist :: 28.3%
- Number of warnings reported in the yosys synthesis log :: 1
- Post-synthesis sequential area ratio :: 0%
- By area the synthesized netlist is led by sky130_fd_sc_hd__ha_1 (28%), sky130_fd_sc_hd__a21oi_1 (9.7%), sky130_fd_sc_hd__buf_6 (7.3%).
- Mean area per synthesized cell :: 7.19 µm²
- Cell Area, Synth :: about 300 µm²
- Yosys instantiated no cell more often than sky130_fd_sc_hd__ha_1.

** Setup path
- Required time of the critical path :: 1040 ps
- Arrival time at the worst endpoint :: 1100 ps
- The critical path is of the input port to output pin type.
- Ordered cell list for the critical path :: buf_8 -> inv_8 -> buf_6 -> ha_4 -> a211oi_2 -> a21oi_1 -> buf_2
- Longest individual stage delay on the worst path :: 240 ps
- Highest fanout seen on the critical path :: 4
- Worst Setup End Kind :: output pin
- Setup crit start kind :: input port
- CP max stage cell :: sky130_fd_sc_hd__ha_4

** Job
- Maximum capacitance violations :: 0
- The logs give a warning total of 40.

** Place
- Detailed Place HPWL :: ~720 µm
- Logged for this run, the post-placement worst setup slack is -946 ps.
- Per the gpl log, the routability congestion estimate is 0.717.
- In this run the tool buffered the top-level ports with 11 buffer cells.

** Hold path
- Hold Crit Class :: input port to output pin
report_power, final:
part           switching, W  internal, W  total [W]
Clock                     0            0          0
Combinational     0.0000810    0.0000980   0.000179
Sequential                0            0          0
Total             0.0000810    0.0000980   0.000179
logic make-up (layout without fill, tap and decap cells):
logic type	count (synthesis)	in the layout	share of synthesized area, %
AND-OR/OR-AND	14	14	27.5
AND/OR/NAND/NOR	10	10	21.0
buffers and inverters	10	27	18.6
adder cells (fa/ha/maj)	7	7	28.3
other	1	1	1.21
multiplexers	1	1	3.24
layer usage:
layer	up-vias	global-route usage (%)	routed length, µm
li1	180	-	-
met1	160	3.89	454
met2	8	4.90	404
met3	0	1.14	83
met4	0	0	0
met5	-	0	0
final timing paths:
path              startpoint       to  slack [ps]  cells past startpoint
setup / recovery      num[1]  leds[3]         -60                      7
hold / removal        num[2]  leds[6]         970                      4
placed cells by master (no fill, tap or decap), drive strengths merged, types with 2 or more instances in the layout:
master,n
buf,21
o21ai,3
a211oi,2
inv,6
nor3,3
ha,7
a21oi,6
nand2,3
a31oi,2
final cells by class:
cell class / instances / area share (%)
multi-input combinational: 33 / 57.7
timing repair buffer: 21 / 27.4
tap: 46 / 9.06
inverter: 6 / 5.91
critical path: cells and delay by family:
family | cells | cell delay, ps
buffers and inverters | 4 | 360
AND-OR/OR-AND | 2 | 260
adder cells (fa/ha/maj) | 1 | 240
per-stage QoR:
| step | TNS, ps | std cells | util [%] | area (µm²) | hold WS [ps] |
|---|---|---|---|---|---|
| 6_report | -141 | 106 | 18.6 | 636 | 972 |
| 5_1_grt | -432 | 106 | 18.6 | 636 | 1030 |
| 4_1_cts | -111 | 107 | 18.2 | 622 | 975 |
| 3_5_place_dp | -6190 | 105 | 14.9 | 509 | 1700 |
| 3_3_place_gp | -6180 | 105 | 14.9 | 509 | 1700 |
| 2_1_floorplan | 0 | 43 | - | 309 | 606 |
repair_timing:
action,CTS,global route
hold buffers,0,0
buffers inserted,2,0
pin swaps,6,7
resized,68,15
setup endpoints to repair,7,7
Power is estimated from default activity; no workload was simulated.
